==> design/flow/design.v <==
`timescale 1ns / 1ps
module Control_Logic(instruction, Control);
input [31:0] instruction;
output reg [11:0] Control;
always @(instruction)
    begin
    if(instruction[31:21]==11'h0A0)
        Control = 12'b11000_000_000_0;    
    if(instruction[31:21]==11'h450)
        Control = 12'b00000_001_001_0;    
    if(instruction[31:21]==11'h458)
        Control = 12'b00000_110_001_0;
    if(instruction[31:21]==11'h550)
        Control = 12'b00000_010_001_0; 
    if(instruction[31:21]==11'h5A8)
        Control = 12'b10100_101_000_0;
    if(instruction[31:21]==11'h658)
        Control = 12'b00000_111_001_0;
    if(instruction[31:21]==11'h794)
        Control = 12'b10000_000_011_1;
    if(instruction[31:21]==11'h7C0)
        Control = 12'b10000_110_110_0;
    if(instruction[31:21]==11'h7C2)
        Control = 12'b00011_110_011_0;
    end
endmodule
module Data_Memory(Address, WriteData, WriteEnable, ReadEnable, ReadData, clk, rst);
    parameter BITSIZE = 64;
    parameter REGSIZE = 64;
    input [63:0] Address;
    input [BITSIZE-1:0] WriteData;
    input WriteEnable,ReadEnable;
    output reg [BITSIZE-1:0] ReadData;
    input clk, rst;
    wire [63:0] true_address;   
    reg [BITSIZE-1:0] data_memory [REGSIZE-1:0];    
    integer i;                                   
    always @(Address, data_memory[Address])
    begin
    if (ReadEnable!=0)
        ReadData = data_memory[Address];
    end
    always @(posedge clk)
    begin
        if (rst)
            for (i=0; i<REGSIZE; i=i+1) data_memory[i] <= 'b0;  
        else
        begin
            if (WriteEnable != 0)
                data_memory[Address] <= WriteData;  
        end
    end
assign true_address=Address/8;
endmodule
`timescale 1ns / 1ns
module Instruction_Memory(Address, ReadData1);
parameter BITSIZE = 32;
parameter REGSIZE = 32;
input [REGSIZE-1:0] Address;
output reg [BITSIZE-1:0] ReadData1;
reg [BITSIZE-1:0] memory_file [0:REGSIZE-1];	 
always @(Address, memory_file[Address])
begin
	ReadData1 = memory_file[Address];
end
integer i;
initial
	begin
	        i = 0;
		    memory_file[i] = 32'b11110010100_0000000000000101_00000;    
		    i = i+1;
		    memory_file[i] = 32'b11110010100_0000000000000011_00001;    
            i = i+1;
		    memory_file[i] = 32'b10001010000_00001_000000_00000_00010;  
		    i = i+1; 
		    memory_file[i] = 32'b10101010000_00001_000000_00000_00010;  
            i = i+1; 
            memory_file[i] = 32'b10001011000_00001_000000_00000_00010;  
            i = i+1;
            memory_file[i] = 32'b11001011000_00000_000000_00001_00010;  
            i = i+1; 
            memory_file[i] = 32'b11110010100_1111111111111111_00010;    
            i = i+1;
            memory_file[i] = 32'b11110010100_0000000000000001_00011;    
            i = i+1;
            memory_file[i] = 32'b00010100000_000000000000000000010;     
            i = i+1; 
            memory_file[i] = 32'b10001011000_00011_000000_00010_00010;  
            i = i+1; 
            memory_file[i] = 32'b10110101000_1111111111111111_00010;    
            i = i+1; 
		    memory_file[i] = 32'b11111000000_00000000001_00001_00000;   
            i = i+1; 
            memory_file[i] = 32'b11111000010_00000000001_00001_00100;   
            i = i+1; 
            	end
        endmodule
`timescale 1ns / 1ps
module PC(clk,rst,selection,offset,pc);
input selection;
input signed [63:0]offset;
output reg signed [63:0]pc;
input clk,rst;
always@(posedge clk)
begin
if(rst)
pc = 0;
   if (selection==0)
   pc=pc+1;
   if (selection==1)
   pc=pc+offset;
end
endmodule
module Register_File(ReadSelect1, ReadSelect2, WriteSelect, WriteData, WriteEnable, ReadData1, ReadData2, clk, rst);
    parameter BITSIZE = 64;
    parameter REGSIZE = 32;
    input [$clog2(REGSIZE)-1:0] ReadSelect1, ReadSelect2, WriteSelect;
    input [BITSIZE-1:0] WriteData;
    input WriteEnable;
    output reg [BITSIZE-1:0] ReadData1, ReadData2;
    input clk, rst;
    reg [BITSIZE-1:0] reg_file [REGSIZE-1:0];    
    integer i;                                   
    always @(ReadSelect1, reg_file[ReadSelect1])
    begin
        ReadData1 = reg_file[ReadSelect1];
    end
    always @(ReadSelect2, reg_file[ReadSelect2])
    begin
        ReadData2 = reg_file[ReadSelect2];
    end
    always @(posedge clk)
    begin
        if (rst)
            for (i=0; i<REGSIZE; i=i+1) reg_file[i] <= 64'b0;  
        else
        begin
            if (WriteEnable && WriteSelect != 31)
                reg_file[WriteSelect] <= WriteData;  
        end
    end
endmodule
`timescale 1ns / 1ps
module Sign_extend(instruction,ext);
input [31:0] instruction;
output reg [63:0] ext;
always @(*)
begin
     case(instruction[31:21])
         11'h0A0:  ext <= {{43{instruction[20]}},instruction[20:0]};
         11'h5A8:  ext <= {{48{instruction[20]}},instruction[20:5]};
         11'h794:  ext <= {{48{instruction[20]}},instruction[20:5]};
         11'h7C0,
         11'h7C2:  ext <= {{53{instruction[20]}},instruction[20:10]};
         default: ext<='bX;
      endcase
end
endmodule
`timescale 1ns / 1ps
module alu(A,B,opcode,Y,Z);
   input signed [63:0]A,B;
   input signed [2:0]opcode;
   output reg [63:0]Y;
   output Z;
   always @(A or B or opcode)  
   begin
             case (opcode)
                 3'd0:Y = {A[63:16],B[15:0]};
                 3'd1:Y = A & B; 
                 3'd2:Y = A ^ B;
                 3'd3: Y = ~A;
                 3'd4: Y <= A;
                 3'd5: Y <= B;
                 3'd6: Y = A + B;
                 3'd7: Y = A - B;
             endcase
   end
assign Z = (Y==64'd0); 
endmodule
`timescale 1ns / 1ps
module data_path(clk,rst,Control,ReadData_data,pc,ReadData1_reg,ReadData2_reg,ReadData_ins,ALUSrc_Y,Reg2Loc_Y,ext_out,ALU_OUT,ALU_Z_FLAG,branch_out,uncondbranch_out,cbnz_zero,memtoReg_Y,movk_Y);
input clk,rst;
output [11:0] Control;
output [63:0] ReadData_data,ReadData1_reg,ReadData2_reg;
output [31:0] ReadData_ins;
output [63:0] pc;
output [63:0] ALU_OUT;
output ALU_Z_FLAG;
output branch_out;
output uncondbranch_out;
output [63:0] ext_out;
output cbnz_zero;
output [4:0] Reg2Loc_Y;
output [63:0] ALUSrc_Y;
output [63:0] memtoReg_Y;
output [63:0] movk_Y;
PC pc_ins(.clk(clk),.rst(rst),.selection(uncondbranch_out),.offset(ext_out),.pc(pc));
Instruction_Memory ins_mem(.Address(pc), .ReadData1(ReadData_ins));
Control_Logic logic_control(.instruction(ReadData_ins), .Control(Control));
mux_2_1_reg2loc Reg2Loc(.S(Control[11]),.A(ReadData_ins[20:16]),.B(ReadData_ins[4:0]),.Y(Reg2Loc_Y),.clk(clk));
mux_2_1 ALUSrc(.S(Control[2]),.A(ReadData2_reg),.B(ext_out),.Y(ALUSrc_Y),.clk(clk));
Register_File reg_file(.ReadSelect1(ReadData_ins[9:5]), .ReadSelect2(Reg2Loc_Y), .WriteSelect(ReadData_ins[4:0]), .WriteData(memtoReg_Y), .WriteEnable(Control[1]), .ReadData1(ReadData1_reg), .ReadData2(ReadData2_reg), .clk(clk), .rst(rst));
mux_2_1 MovK(.S(Control[0]),.A(ReadData1_reg),.B(ReadData2_reg),.Y(movk_Y),.clk(clk));
alu ALU(.A(movk_Y),.B(ALUSrc_Y),.opcode(Control[6:4]),.Y(ALU_OUT),.Z(ALU_Z_FLAG));
mux_2_1 memtoReg(.S(Control[7]),.A(ALU_OUT),.B(ReadData_data),.Y(memtoReg_Y),.clk(clk));
Data_Memory data_memory(.Address(ALU_OUT), .WriteData(ReadData2_reg), .WriteEnable(Control[3]), .ReadEnable(Control[8]), .ReadData(ReadData_data), .clk(clk), .rst(rst));
Sign_extend sign_ext(.instruction(ReadData_ins),.ext(ext_out));
assign cbnz_zero = ~ALU_Z_FLAG;   
assign branch_out = Control[9] & cbnz_zero;
assign uncondbranch_out = branch_out | Control[10];
endmodule
`timescale 1ns / 1ps
module mux_2_1(S,A,B,Y,clk);
input S,clk;
input [63:0] A,B;
output reg [63:0] Y;
always@(S or A or B)
begin
if(S==0)
Y=A;
else Y=B;
end
endmodule
`timescale 1ns / 1ps
module mux_2_1_reg2loc(S,A,B,Y,clk);
input S,clk;
input [4:0] A,B;
output reg [4:0] Y;
always@(S or A or B)
begin
if(S==0)
Y=A;
else Y=B;
end
endmodule
==> design/flow/run.sh <==
#!/bin/bash
# OpenROAD 26Q1-2900-gdf79404cd8, Yosys 0.63+post, stock flow scripts
make -C /OpenROAD-flow-scripts/flow DESIGN_CONFIG=/design/flow/config.mk WORK_HOME=/design/flow/orfs finish
==> design/flow/config.mk <==
export PLATFORM = sky130hd
export DESIGN_NAME = data_path
export DESIGN_NICKNAME = data_path
export VERILOG_FILES = /design/flow/design.v
export SDC_FILE = /design/flow/constraint.sdc
export NUM_CORES = 4
export LEC_CHECK = 1
export CORE_UTILIZATION = 50
export SYNTH_MEMORY_MAX_BITS = 65536
==> design/flow/constraint.sdc <==
current_design data_path

set clk_period 78.1
set clk_io_pct 0.2

create_clock -name clk0 -period $clk_period [get_ports {clk}]

set non_clock_inputs [all_inputs -no_clocks]
set_input_delay [expr $clk_period * $clk_io_pct] -clock clk0 $non_clock_inputs
set_output_delay [expr $clk_period * $clk_io_pct] -clock clk0 [all_outputs]
==> Slide: Implementation Results <==
Key Metrics from the Run

Final timing
  – Achievable frequency: 34.0 MHz
  – Setup repair after global routing missed its margin: no
  – Transition at the pin with the smallest max-transition slack: 1270 ps
  – Number of register pins that no clock reaches: 75
  – Worst Skew: 111 ps
  – Fin crit period: 29400 ps
  – Final max-slew violation count: 0
  – Final count of hold timing violations: 0
  – Final worst path period share: 0.376
  – Worst slew margin relative to its limit: 0.150
  – Count of endpoints without a timing constraint: 151
  – Final total negative setup slack: 0 ps
  – Final setup fails: 0

Die
  – Total core area: 432000 sq um
  – Cell row count: 241
  – Y dimension of the die: 661 um
  – Width of the die: 661 um
  – FP Core Util: 0.503
  – Number of top-level design ports: 631
  – Total die size: 437000 sq um

Global route
  – Wire length of the first global-routing pass: 1350000 um
  – Maximum number of pins on one net before global-route repair: 104
  – Vias in the first global route: 161000
  – GRT Total Usage: 0.502
  – Initial antenna violation count: 99
  – Gr ovfl total: 0

Status
  – Run status: completed

Yosys
  – Dominant cell by count in the synthesized netlist: nor2_1
  – Area share of the largest cell type after synthesis: 0.637
  – Synthesized cell area: 217000 sq um
  – Async set-or-reset flop fraction in the synthesized netlist: 0
  – Number of synthesis warnings: 10
  – Number of library cell types mapped by synthesis: 109
  – Synth Area per Inst: 11.7 sq um
  – Post-synthesis sequential element count: 4766
  – Top flip-flop cell by instance count after synthesis: edfxtp_1
  – MUX area fraction: 0.0248
  – Ao+oa area frac: 0.137
  – Area reported by Yosys stat: 217000 sq um
  – Number of cells in Yosys stat: 18500
  – Top cells by area: edfxtp_1, nor2_1, a22oi_1
  – Fraction of the mapped netlist area in simple logic gates: 0.127
  – Number of cells produced by synthesis: 18500
  – Biggest area consumer among synthesized cells: edfxtp_1
  – Number of enable flip-flop cells: 4608
  – Post-synthesis share of cell area spent on full adders, half adders and majority gates: 0.0118
  – Most frequent cells after synthesis: nor2_1, edfxtp_1, a22oi_1, clkbuf_1, nand2_1
  – Post-synthesis xor/xnor area fraction: 0.00996
  – Top comb family, area: AND-OR/OR-AND gates

Placement
  – Post-placement cell count: 23900
  – Number of port buffers: 627
  – Half-perimeter wire length after detailed placement: 646000 um
  – Global placer's final weighted congestion: 1.08

Clocking
  – Root buffer cell: clkbuf_16
  – Max H-tree Level: 5
  – Insertion delay of the later-clocked pin in the worst-skew pair: 1090 ps
  – Clk slew on worst S/H paths: 70 ps
  – TritonCTS Buffers: 475
  – Post-CTS Setup Repair Bufs: 0
  – Longest Clk Path Bufs: 4
  – Count of hold-fix buffers inserted at cts: 0
  – CTS-repair resized insts: 0
  – Clock tree from TritonCTS: built

Setup path
  – Required time of the worst setup path: 62480 ps
  – Category of the worst setup path launch point: flip-flop
  – Worst r2r dst: pc_ins.pc[63]
  – Slowest library cell on the worst path: a2111oi_0
  – Worst setup path endpoint: uncondbranch_out
  – Register-to-register setup slack: 60490 ps
  – Reg2reg start: sign_ext.instruction[0]
  – Worst-path fanout max: 42
  – Peak per-stage delay on the critical path: 770 ps
  – Setup crit end kind: primary output
  – WP data arrival: 13780 ps
  – Worst Path Class, Setup: reg -> out
  – Launch point of the critical path: sign_ext.instruction[0]
  – Worst R2R Path Depth: 53

Worst hold path
  – Number of cells on the worst hold path: 3
  – Path category of the worst min-delay check: reg -> reg

Cells and area
  – Fraction of final layout cells with drive strength greater than 1: 0.112
  – Synth-to-layout area growth: 13.8%
  – Total of fill cells in the finished design: 34500
  – Number of standard cells in the final layout excluding fillers: 24800

Job
  – Max-cap check violation count: 0
  – Count of warning messages emitted by the tools: 42

Drt
  – Detailed-route DRC error count: 0
  – Via total after detailed routing: 165000
  – Number of nets with antenna violations after detailed routing: 0
  – Violation count after the first detailed-routing iteration: 15400
  – Detailed-routing iteration count for the pre-antenna-repair pass: 9
  – Total routed wirelength: 1000000 um
  – Number of vias per cell after detailed routing: 6.66
  – Drt wl/cell: 40.3 um

Power and ir drop
  – Pwr dens: 49.5 nW/um^2
  – Maximum ir drop on the vdd rail: 0.0000636 V
  – Leakage power: 87.2 nW
-- worst max-delay path: cells and delay by family (launching register included) --
family | cells | cell delay (ps)
AOI/OAI and AO/OA | 12 | 4230
and+or+nand+nor | 10 | 3430
buffers and inverters | 9 | 3040
muxes | 2 | 770
DFF | 1 | 660
adders and majority gates | 1 | 330
xor gates and xnor gates | 1 | 160
-- flip-flops by register name, summed over array words and instances (netlist names) --
name	count
data_memory.data_memory	4096
pc_ins.pc	64
logic_control.instruction	10
logic_control.Control	11
data_memory.ReadData	64
sign_ext.instruction	9
reg_file.reg_file	512
-- power breakdown --
group	switching, W	total (W)	internal, W
Clock	0.000984	0.00220	0.00122
Sequential	0.0000713	0.00296	0.00289
Combinational	0.00532	0.00706	0.00174
Total	0.00638	0.0122	0.00585
-- per-stage QoR --
stage	utilization	total power (W)	hold WS (ps)	instance area, sq um	worst slack, ps
after CTS	0.572	0.0119	632	247000	49180
after detailed placement	0.538	0.00968	619	232000	50320
after global placement	0.538	0.00970	609	232000	50440
final	0.572	0.0122	629	247000	48700
after floorplan	-	0.00589	515	217000	53250
after global routing	0.572	0.0124	685	247000	48570
-- cell usage in the layout (no fill, tap or decap), types with 168 or more instances in the layout --
cell,instances
buf_4,920
mux2i_1,168
nand4_1,227
nand2_1,390
nand3_1,177
o21ai_0,357
edfxtp_1,4608
inv_1,246
ha_1,201
clkdlybuf4s50_1,626
a41oi_1,328
nor2_1,5065
clkbuf_16,479
a21oi_1,430
a22oi_1,1965
-- kinds of logic after synthesis --
group	count (synthesis)
multiplexers	361
buffers and inverters	2174
flip-flops	4691
other	1
AND-OR/OR-AND	4099
adder cells (fa/ha/maj)	203
AND/OR/NAND/NOR	6668
XOR/XNOR	247
latches	75
-- final cells by class --
class,instances,area (sq um),area share
flip-flops and latches,4766,141000,0.572
multi-input cells,11600,69300,0.281
repair buffers,1557,13400,0.0542
clock buffers,592,12400,0.0502
well taps,5710,7140,0.0289
clock inverters,282,2340,0.00949
inverters,260,990,0.00401
diodes,89,223,0.000902
-- routing by layer --
layer,vias up,global-route usage,share of wire
li1,69100,-,-
met1,81000,0.613,0.31
met2,12600,0.666,0.43
met3,2605,0.358,0.18
met4,100,0.283,0.076
met5,-,0.0716,0.0033
-- worst min-delay path by stage --
stage        startpoint             to  slack [ps]
4_1_cts    pc_ins.pc[6]   pc_ins.pc[6]         630
5_1_grt   pc_ins.pc[40]  pc_ins.pc[40]         680
6_report   pc_ins.pc[6]   pc_ins.pc[6]         630
Power and IR drop assume default switching activity.
