==> flow/design.v <==
`timescale 1ns / 1ns
module Full_adder(A, B, Cin, Cout, Sum);
    input A, B, Cin;
    output Cout,Sum;
    wire w1, w2,w3;
    and and1(w1, A, B);
    and and2(w2, A, Cin);
    and and3(w3, B, Cin);
    xor xor1(Sum, A, B, Cin);
    or  or1(Cout, w1, w2,w3);
endmodule
`timescale 1ns / 1ns
module ALU(A,B,OPCODE,rst,Y,N,Z,C,V);
input signed [3:0]A,B;
input [3:0]OPCODE;
input rst;
output reg signed [3:0]Y;
output reg N,Z,V;
output reg C;
wire Cout3;
wire w1;
Ripple_Carry_Adder4bit Radder(A,B,1'b0,Cout3,w1);
always @(A or B or OPCODE or rst)  
begin
     if (rst==0)      
     begin
     V=0;
     C=0;
          case (OPCODE)
              4'd1:Y = A & B; 
              4'd2:Y = A | B;
              4'd3:Y = ~A;
              4'd4:Y = A ^ B;
              4'd5: Y = A<<B;
              4'd6: Y = A>>>B;
              4'd7: Y = A>>B;
              4'd8:  
              begin
              Y = A + B;
              C=w1;
              if (Cout3==C)
                  V = 0;
              else
                  V = 1;
              end
              4'd9: Y = A - B;
              endcase
          if (Y[3]==1)
              N=1'b1;
              else
              N=1'b0;
          if (Y==4'b0)
              Z=1'b1;
              else
              Z=1'b0;
     end
     else
      begin
         Y=0;
         C=0;
         N=0;
         Z=0;
         V=0;
      end
end
endmodule
`timescale 1ns / 1ns
module Ripple_Carry_Adder4bit(A,B,Cin,Cout3,Cout4);
input [3:0]A,B;
input Cin;
output Cout3,Cout4;
wire [3:0]Sum;
wire Cout1,Cout2;
Full_adder adder1(A[0],B[0],Cin,Cout1,Sum[0]);
Full_adder adder2(A[1],B[1],Cout1,Cout2,Sum[1]);
Full_adder adder3(A[2],B[2],Cout2,Cout3,Sum[2]);
Full_adder adder4(A[3],B[3],Cout3,Cout4,Sum[3]);
endmodule
`timescale 1ns / 1ps
module Top_module(clk,seven_enable,A,B,OPCODE,rst,seven_seg,N,Z,C,V);
input clk, rst;					 
input [3:0]A,B,OPCODE;			 
output N,Z,V,C;				 
output [6:0] seven_seg;		 
output reg [3:0] seven_enable= 4'b1110;	 
wire [3:0] Y;
ALU alu(A,B,OPCODE,rst,Y,N,Z,C,V);
seven_segment_display seven(Y, seven_seg);
endmodule
module seven_segment_display(Y, seven_seg);
input [3:0] Y;
output reg [6:0] seven_seg;
parameter zero = 7'b100_0000;
parameter one = 7'b111_1001;
parameter two = 7'b010_0100;
parameter three = 7'b011_0000;
parameter four = 7'b001_1001;
parameter five = 7'b001_0010;
parameter six = 7'b000_0010;
parameter seven = 7'b111_1000;
parameter eight = 7'b000_0000;
parameter nine = 7'b001_0000;
parameter ten = 7'b000_1000;
parameter eleven = 7'b000_0011;
parameter twelve = 7'b100_0110;
parameter thirteen = 7'b010_0001;
parameter fourteen = 7'b000_0110;
parameter fifteen = 7'b000_1110;
always @(Y)
    case(Y)
        0:seven_seg = zero;
        1:seven_seg = one;
        2:seven_seg = two;
        3:seven_seg = three;
        4:seven_seg = four;
        5:seven_seg = five;
        6:seven_seg = six;
        7:seven_seg = seven;
        8:seven_seg = eight;
        9:seven_seg = nine;
        10:seven_seg = ten;
        11:seven_seg = eleven;
        12:seven_seg = twelve;
        13:seven_seg = thirteen;
        14:seven_seg = fourteen;
        15:seven_seg = fifteen;
        default: seven_seg = zero;
    endcase
endmodule
==> flow/run.sh <==
#!/bin/bash
# OpenROAD 26Q1-2900-gdf79404cd8, Yosys 0.63+post, stock flow scripts
make -C /OpenROAD-flow-scripts/flow DESIGN_CONFIG=/design/flow/config.mk WORK_HOME=/design/flow/orfs finish
==> flow/config.mk <==
export PLATFORM = sky130hd
export DESIGN_NAME = Top_module
export DESIGN_NICKNAME = Top_module
export VERILOG_FILES = /design/flow/design.v
export SDC_FILE = /design/flow/constraint.sdc
export NUM_CORES = 4
export LEC_CHECK = 1
export CORE_AREA = 10 10 93 93
export DIE_AREA = 0 0 103 103
==> flow/constraint.sdc <==
current_design Top_module

set clk_period 4.0
set clk_io_pct 0.2

create_clock -name clk0 -period $clk_period

set non_clock_inputs [all_inputs -no_clocks]
set_input_delay [expr $clk_period * $clk_io_pct] -clock clk0 $non_clock_inputs
set_output_delay [expr $clk_period * $clk_io_pct] -clock clk0 [all_outputs]
==> flow_summary_export.csv <==
group,metric,value,unit
run_status,outcome,"finished clean",
final_timing,unclocked_regs,4,
final_timing,min_period,3.819,ns
final_timing,totalNegativeSetupSlack,0,ns
die,core.rowCount,30,
routing,antenna_left,0,
final_timing,rsz0062_at_grt,"false",
synthesis,edf_count,0,
synthesis,synth_flop_count,4,
synthesis,dominant_kind_of_combinational_cell,"AND-OR/OR-AND gates",
final_layout,area_delta_synth_final,42.23,%
final_layout,largest_register_ffs,4,
final_timing,unconstrained_endpoints,11,
synthesis,synthXorXnorAreaFrac,0.03220,
synthesis,yosysCellCount,191,
synthesis,fa_ha_area_frac,0.1895,
final_timing,finalHoldViolations,0,
synthesis,yosys.cell_types.count,58,
worst_setup_path,cp-end-kind,"primary output",
worst_setup_path,critPathMaxFanout,3,
die,design.die.area,10610,um2
routing,remaining_drc_errors,0,
global_routing,gr-usage-all-layers,0.07704,
power_and_ir_drop,vdd.ir_drop.worst,0.03660,mV
final_layout,fill_cell_count,743,
global_routing,vias_in_the_first_global_route,1420,
run,max_cap_violations,0,
final_layout,layoutNonFillerInstCount,313,
final_timing,drv_slew,0,
routing,dr.pass1.iters,4,
routing,vias_per_cell,4.751,
final_layout,final-seq-area,60.06,um2
final_layout,logic_area,1220,um2
placement,io_buffers,24,
die,top_level_ports,29,
global_routing,grt_first_pass_wirelength,6.693,mm
worst_setup_path,timing.critical_path.arrival,3.02,ns
worst_setup_path,timing.critical_path.required,3.20,ns
routing,vias,1487,
synthesis,yosys-stat-area,1360,um2
synthesis,synth_compound_gate_area_share,0.2870,
placement,placed_area,1841,um2
worst_setup_path,crit_path_start_kind,"input pin",
die,die-height,103,um
power_and_ir_drop,design_power_total,0.0001833,W
final_timing,fin_crit_sh,0.9546,
worst_hold_path,min_path_type,"in2out",
placement,hpwlAfterDp,3.381,mm
final_layout,finalInstanceArea,1934,um2
final_timing,setup_viol_count_final,0,
synthesis,synth.avg_cell_area,7.121,um2
placement,gp_congestion,0.9710,
global_routing,grt_max_degree,18,
synthesis,synth-simple-area-share,0.2613,
power_and_ir_drop,leakage,0.8551,nW
global_routing,antenna_found_initial,0,
worst_setup_path,criticalPathCategory,"in2out",
placement,place_inst,311,
final_timing,clock.fmax,261.9,MHz
run,stage_log_warnings,45,
synthesis,yosys_warnings,7,
die,placeableCoreArea,6756,um2
die,die_width,103,um
routing,post_drt_wl_per_cell,13.31,um
synthesis,syn_inst,191,
final_layout,layout_cells_sized_above_1,0.2275,
routing,detail_route.iter0.violations,126,
routing,wirelength,4.166,mm
die,floorplan.core_util,0.2013,
synthesis,mappedNetlistArea,1360,um2
synthesis,yosys-mux-area-fraction,0.07084,
synthesis,dominantRegCellSynth,"sky130_fd_sc_hd__dlxtn_1",
global_routing,overflow,0,
clock_network,cts_hold_buf,0,
power_and_ir_drop,pwr_density_cell,94.74,nW/um2
routing,antenna_cells_inserted,0,
synthesis,synthArstFlopShare,0,
-- critical path, cell delays in order --
cell	delay (ns)
sky130_fd_sc_hd__clkdlybuf4s50_1	0.49
sky130_fd_sc_hd__inv_1	0.09
sky130_fd_sc_hd__ha_1	0.29
sky130_fd_sc_hd__a21o_1	0.18
sky130_fd_sc_hd__a222oi_1	0.33
sky130_fd_sc_hd__a41oi_2	0.20
sky130_fd_sc_hd__a311oi_2	0.21
sky130_fd_sc_hd__and4_1	0.23
sky130_fd_sc_hd__dlygate4sd2_1	0.20
-- final timing paths --
path              startpoint  end  slack (ns)  cells after the start
setup / recovery        B[3]    Z        0.18                      9
hold / removal     OPCODE[3]    N        2.44                      5
-- cell families after synthesis --
kind of cell    count (synthesis)
simple gates                   67
other cells                     2
buf+inv                        31
fa+ha+maj                      20
mux                             8
xor+xnor                        5
latches                         4
compound gates                 54
-- repair_timing --
| item | CTS | global route |
|---|---|---|
| setup buffers | 0 | 2 |
| pin swaps | 10 | 13 |
| gates cloned | 0 | 0 |
| endpoints found under the setup margin | 2 | 1 |
| resized | 6 | 17 |
-- metal layers --
layer  up-vias  share of wire  track usage
li1        774              -            -
met1       686           0.49       0.1076
met2        25           0.49       0.1346
met3         2          0.020     0.002708
met4         0         0.0055     0.004278
met5         -              0            0
-- synth_stat cells, types with 2 or more instances --
| master | count | area (um2) |
|---|---|---|
| sky130_fd_sc_hd__nor2_1 | 21 | 78.83 |
| sky130_fd_sc_hd__ha_1 | 19 | 237.7 |
| sky130_fd_sc_hd__inv_1 | 15 | 56.30 |
| sky130_fd_sc_hd__o21ai_0 | 9 | 45.04 |
| sky130_fd_sc_hd__nand2_1 | 8 | 30.03 |
| sky130_fd_sc_hd__a21oi_1 | 7 | 35.03 |
| sky130_fd_sc_hd__mux2i_1 | 6 | 60.06 |
| sky130_fd_sc_hd__nor2b_1 | 6 | 37.54 |
| sky130_fd_sc_hd__nor3_1 | 6 | 30.03 |
| sky130_fd_sc_hd__a31oi_1 | 5 | 31.28 |
| sky130_fd_sc_hd__buf_2 | 5 | 25.02 |
| sky130_fd_sc_hd__buf_4 | 5 | 37.54 |
| sky130_fd_sc_hd__clkbuf_1 | 5 | 18.77 |
| sky130_fd_sc_hd__nand3_1 | 5 | 25.02 |
| sky130_fd_sc_hd__a21o_1 | 4 | 30.03 |
| sky130_fd_sc_hd__dlxtn_1 | 4 | 60.06 |
| sky130_fd_sc_hd__o22ai_1 | 4 | 25.02 |
| sky130_fd_sc_hd__and2_1 | 3 | 18.77 |
| sky130_fd_sc_hd__nand2b_1 | 3 | 18.77 |
| sky130_fd_sc_hd__o2111ai_1 | 3 | 26.28 |
| sky130_fd_sc_hd__xnor2_1 | 3 | 26.28 |
| sky130_fd_sc_hd__a22o_1 | 2 | 17.52 |
| sky130_fd_sc_hd__conb_1 | 2 | 7.510 |
| sky130_fd_sc_hd__nand4_1 | 2 | 12.51 |
| sky130_fd_sc_hd__nor3b_1 | 2 | 15.01 |
| sky130_fd_sc_hd__o2bb2ai_1 | 2 | 17.52 |
| sky130_fd_sc_hd__or3_1 | 2 | 12.51 |
| sky130_fd_sc_hd__or3b_2 | 2 | 17.52 |
| sky130_fd_sc_hd__xor2_1 | 2 | 17.52 |
-- final cells by class --
type	instances	share of cell area
Sequential cell	4	0.03105
Timing Repair Buffer	56	0.2574
Tap cell	80	0.05175
Multi-Input combinational cell	158	0.6307
Inverter	15	0.02911
-- cells in the final DEF, fill, tap and decap left out, drive strengths merged, types with 7 or more instances in the layout --
| cell type | n |
|---|---|
| a21oi | 8 |
| buf | 32 |
| clkdlybuf4s50 | 16 |
| ha | 19 |
| inv | 15 |
| mux2i | 7 |
| nand2 | 8 |
| nor2 | 22 |
| o21ai | 9 |
-- report_power, final --
| group | leakage [nW] | internal (W) | switching [W] |
|---|---|---|---|
| Clock | 0 | 0 | 0 |
| Combinational | 0.824 | 0.0000913 | 0.0000867 |
| Sequential | 0.0313 | 0.00000319 | 0.00000212 |
-- per-stage QoR --
stage | setup WS [ns] | util | hold WS (ns)
finish | 0.1814 | 0.2863 | 2.442
CTS | -0.06921 | 0.2741 | 2.513
detailed placement | -0.4467 | 0.2724 | 2.737
global placement | -0.4314 | 0.2724 | 2.726
global route | 0.03995 | 0.2863 | 2.494
floorplan | 0.6140 | - | 1.620
Power is estimated from default activity; no workload was simulated.
