File: design/flow/run.sh
#!/bin/bash
# OpenROAD 26Q1-2900-gdf79404cd8, Yosys 0.63+post, stock flow scripts
make -C /OpenROAD-flow-scripts/flow DESIGN_CONFIG=/design/flow/config.mk WORK_HOME=/design/flow/orfs finish
File: design/flow/config.mk
export PLATFORM = sky130hd
export DESIGN_NAME = Ripple_Carry_Adder
export DESIGN_NICKNAME = Ripple_Carry_Adder
export VERILOG_FILES = /design/flow/design.v
export SDC_FILE = /design/flow/constraint.sdc
export NUM_CORES = 4
export LEC_CHECK = 1
export CORE_AREA = 10 10 70 70
export DIE_AREA = 0 0 80 80
File: design/flow/constraint.sdc
current_design Ripple_Carry_Adder

set clk_period 3.6
set clk_io_pct 0.2

create_clock -name clk0 -period $clk_period

set non_clock_inputs [all_inputs -no_clocks]
set_input_delay [expr $clk_period * $clk_io_pct] -clock clk0 $non_clock_inputs
set_output_delay [expr $clk_period * $clk_io_pct] -clock clk0 [all_outputs]
File: design/flow/design.v
`timescale 1ns / 1ns
module Full_adder(A, B, Cin, Cout, Sum);
    input A, B, Cin;
    output Cout,Sum;
    wire w1, w2,w3;
    and and1(w1, A, B);
    and and2(w2, A, Cin);
    and and3(w3, B, Cin);
    xor xor1(Sum, A, B, Cin);
    or  or1(Cout, w1, w2,w3);
endmodule
`timescale 1ns / 1ns
module Ripple_Carry_Adder(A,B,Cin,Sum,Cout);
input [7:0]A,B;
input Cin;
output [7:0]Sum;
output Cout;
wire [6:0]w;
Full_adder adder1(A[0],B[0],Cin,w[0],Sum[0]);
Full_adder adder2(A[1],B[1],w[0],w[1],Sum[1]);
Full_adder adder3(A[2],B[2],w[1],w[2],Sum[2]);
Full_adder adder4(A[3],B[3],w[2],w[3],Sum[3]);
Full_adder adder5(A[4],B[4],w[3],w[4],Sum[4]);
Full_adder adder6(A[5],B[5],w[4],w[5],Sum[5]);
Full_adder adder7(A[6],B[6],w[5],w[6],Sum[6]);
Full_adder adder8(A[7],B[7],w[6],Cout,Sum[7]);
endmodule
==> run notes <==
Flow results are below.

- The run finished, with violations left.
- The checks that failed: setup timing.
- During placement, the flow inserted port buffers numbering 26.
- The synthesis run shows multiplexers occupying 0% of the cell area.
- Of the total synthesized cell area, the portion taken by full adders, half adders and majority gates is 62.14%.
- Of the total synthesized cell area, the portion taken by AND, OR, NAND and NOR gates is 0%.
- The floorplan step defined a core boundary enclosing 3416 µm².
- The synthesized cell area is 257.7 µm², for reference.
- The final report lists the setup-violating endpoint count as 4.
- Summed over all nets, the half-perimeter wirelength after detailed placement is 763.8 µm.
- Across the run, the number of max-cap violations was 0.
- The number of hold-repair buffers added at the cts stage is 0, for reference.
- The distinct cell type count after synthesis is 3, for reference.
- Dividing the detail-routed via count by the number of cells gives 2.333.
- The count of routing violations after the opening detailed-route iteration is 1, for reference.
- The number of warnings the tools reported is 35, for reference.
- The transition time at the pin with the least slew margin is 0.1126 ns, for reference.
- The synthesized netlist devotes 0% of its cell area to XOR and XNOR gates.
- Of the synthesized area, sequential elements account for 0%.
- The worst hold path passes through 5 cells.
- STA classifies the critical path endpoint as an output port.
- The power report puts the leakage power at 0.2142 nW.
- The count of nets left with antenna violations once routing finished came out at 0.
- The final weighted congestion in routability-driven placement is 0.8409, for reference.
- The total global routing overflow is 0, for reference.
- The per-instance average area after synthesis is 9.913 µm², for reference.
- The layout summary lists the proportion of cells stronger than drive strength 1 as 50.00%.
- According to the timing report, the data required time at the worst endpoint equals 2.88 ns.
- The hold violation count in the final report is 0, for reference.
- Total global-route track usage over all layers is 2.334%.
- The final power report lists total power as 71.32 µW.
- The path class of the tightest hold or removal check is in2out.
- Registers take 0 µm².
- Ranking logic cells in the layout by count gives the top entries sky130_fd_sc_hd__clkdlybuf4s50_1, sky130_fd_sc_hd__fa_2, sky130_fd_sc_hd__buf_2, sky130_fd_sc_hd__inv_2, sky130_fd_sc_hd__inv_1.
- The number of DRC violations after detailed routing is 0, for reference.
- Summing over every cut layer, the via total after detailed routing is 210.
- Setup repair after global routing could not meet its margin everywhere.
- The total wirelength of the detailed-routed design is 760 µm, for reference.
- The first detailed-routing pass ran for 2 iterations.
- The most frequent standard cell in the layout excluding fill and tap cells is sky130_fd_sc_hd__clkdlybuf4s50_1, for reference.
- The instance tally after logic synthesis is 26, for reference.
- The number of primary I/O pins is 26, for reference.
- Timing would allow up to 220.6 MHz.
- The count of warnings emitted by yosys is 0, for reference.
- The post-detailed-route wirelength per cell is 8.444 µm, for reference.
- The number of clock-tree buffers in the layout is 0, for reference.
- The yosys stat chip area is 257.7 µm², for reference.
- In the floorplan report the effective utilization is 7.546%.
- Relative to the synthesized area, the layout overhead comes to 106.8%.
- Power spread over the standard cell area amounts to 133.8 nW/µm².
- The critical path in the final layout is reported with a setup slack of -0.9324 ns.
- The number of cells in Yosys stat is 26, for reference.
- The overall die size recorded for this design is 6400 µm².
- For the worst min-delay path, the startpoint reported by OpenROAD is Cin.
- Fill cells in the final layout number 391.
- The worst vdd rail ir drop is 0.03920 mV, for reference.
- The minimum hold slack is 2.180 ns, for reference.
- The largest fanout on the critical path is 1, for reference.
- The area fraction in compound gates is 0%, for reference.
- The final count of pins violating max slew is 0, for reference.
- The worst setup path is launched from an input pin.
- The number of global-route vias before repair is 247, for reference.
- The flip-flop and latch count is 0, for reference.
- The die is 80 µm wide.
- The endpoint arrival time on the critical path is 3.81 ns, for reference.
- In the setup report, the worst path falls into the class in2out.
- The vertical extent of the die is 80 µm, for reference.
- Entering global routing, the biggest net connects 2 pins.
- The initial antenna violation count is 0, for reference.
- OpenROAD reports that the post-layout worst path occupies 125.9% of the period.
- The placement row count is 21, for reference.
- For hold timing, the worst endpoint is Sum[0].
- The number of antenna diodes in the final layout is 0.
- The time the final worst path needs with I/O delays and setup is 4.532 ns, for reference.
- Grouping non-sequential cells by family puts the most area in adder cells.
- The first global-routing pass estimated 1200 µm of wire.
- The tightest slew margin relative to the limit is 92.47%, for reference.
-- per-stage QoR --
step           setup WS [ns]  TNS [ns]  instances  cell area, µm²  utilization (%)
3_3_place_gp          -1.776    -7.033         90           550.5            16.12
2_1_floorplan        -0.7086    -1.510         26           296.5                -
3_5_place_dp          -1.779    -7.042         90           550.5            16.12
5_1_grt               -1.018    -2.735         90           533.0            15.60
6_report             -0.9324    -2.445         90           533.0            15.60
4_1_cts               -1.053    -2.855         90           533.0            15.60
-- worst max-delay path by stage --
stage	from	to	slack, ns
6_report	A[0]	Sum[7]	-0.93
4_1_cts	A[0]	Sum[7]	-1.05
5_1_grt	A[0]	Sum[7]	-1.02
-- layer usage --
metal / global-route usage (%) / vias up / wire length, µm
met3: 1.705 / 0 / 190
li1: - / 96 / -
met1: 3.535 / 90 / 362
met4: 0 / 0 / 0
met5: 0 / - / 0
met2: 2.648 / 24 / 206
-- cell families (layout without fill, tap and decap cells) --
group / count (synthesis) / after routing
buf+inv: 18 / 36
fa+ha+maj: 8 / 8
-- timing repair --
| action | CTS | global route |
|---|---|---|
| gates resized | 37 | 1 |
| pin swaps | 8 | 8 |
| setup buffers | 0 | 0 |
| setup endpoints to repair | 7 | 4 |
| hold endpoints to repair | 0 | 0 |
-- final cells by class --
class	instances	area (µm²)	share of cell area [%]
Multi-Input combinational cell	8	180.2	33.80
Inverter	10	55.05	10.33
Timing Repair Buffer	26	240.2	45.07
Tap cell	46	57.56	10.80
-- critical path: stages --
cell	delay (ns)
sky130_fd_sc_hd__buf_8	0.11
sky130_fd_sc_hd__inv_12	0.04
sky130_fd_sc_hd__fa_2	0.19
sky130_fd_sc_hd__inv_2	0.04
sky130_fd_sc_hd__fa_2	0.34
sky130_fd_sc_hd__fa_2	0.39
sky130_fd_sc_hd__fa_2	0.35
sky130_fd_sc_hd__fa_2	0.34
sky130_fd_sc_hd__fa_2	0.34
sky130_fd_sc_hd__fa_2	0.34
sky130_fd_sc_hd__inv_2	0.06
sky130_fd_sc_hd__fa_2	0.42
sky130_fd_sc_hd__inv_2	0.05
sky130_fd_sc_hd__buf_2	0.08
-- cells in the mapped netlist (all sizes together) --
library cell / n / area share, %
buf: 8 / 23
fa: 8 / 62
inv: 10 / 15
-- power breakdown --
part	leakage (nW)	switching (mW)	total, mW	internal (mW)
registers	0	0	0	0
logic	0.214	0.0227	0.0713	0.0486
clock network	0	0	0	0
total	0.214	0.0227	0.0713	0.0486
Power figures rest on the tool's default switching activity, not on a simulated workload.
